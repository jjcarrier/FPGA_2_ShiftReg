[flow/design.v]
`timescale 1ns / 1ps
module FPGA_2_ShiftReg(CLK, BYTE_IN, EN_IN, RDY, RCLK, SRCLK, OE, SER_OUT);
input CLK;
input [7:0] BYTE_IN;   
input EN_IN;   
output RDY;    
output RCLK;     
output SRCLK;    
output OE;       
output SER_OUT;  
reg [8:0] shift = 0;
reg RCLK        = 0;
reg SRCLK       = 0;
reg RDY         = 1;
wire OE;
parameter N = 2;  
parameter [N-1:0] pulse_duration = 3;  
parameter [N-1:0] setup_time = 3;  
wire SER_OUT;
assign SER_OUT = shift[8];  
reg [N-1:0] clk_cnt   = 0;
reg [1:0] SRCLK_state = 0;
reg SRCLK_toggle      = 0;  
always @ ( posedge CLK ) begin
  case ( SRCLK_state )
    0: begin  
      if ( SRCLK_toggle == 1 ) begin
        SRCLK_state <= SRCLK_state + 1;
        SRCLK       <= 0;  
        clk_cnt     <= 0;
      end
    end
    1: begin  
      if ( clk_cnt == ( setup_time - 1 ) ) begin
        SRCLK       <= 1;
        clk_cnt     <= 0;
        SRCLK_state <= SRCLK_state + 1;
      end else begin
        clk_cnt <= clk_cnt + 1;
      end
    end
    2: begin  
      if ( clk_cnt == ( pulse_duration - 1 ) ) begin
        SRCLK       <= 0;
        clk_cnt     <= 0;
        SRCLK_state <= SRCLK_state + 1;
      end else begin
        clk_cnt <= clk_cnt + 1;
      end
    end
    3: begin  
      if ( SRCLK_toggle == 0 ) SRCLK_state <= 0;
    end
  endcase
end
reg [N-1:0] clk_cnt2 = 0;
reg [1:0] RCLK_state = 0;
reg RCLK_toggle = 0;  
always @ ( posedge CLK ) begin
  case ( RCLK_state )
    0: begin  
      if ( RCLK_toggle == 1 ) begin
        RCLK_state  <= RCLK_state + 1;
        RCLK        <= 0;  
        clk_cnt2    <= 0;
      end
    end
    1: begin  
      if ( clk_cnt2 == ( setup_time - 1 ) ) begin
        RCLK        <= 1;
        clk_cnt2    <= 0;
        RCLK_state  <= RCLK_state + 1;
      end else begin
        clk_cnt2 <= clk_cnt2 + 1;
      end
    end
    2: begin  
      if ( clk_cnt2 == ( pulse_duration - 1 ) ) begin
        RCLK        <= 0;
        clk_cnt2    <= 0;
        RCLK_state  <= RCLK_state + 1;
      end else begin
        clk_cnt2 <= clk_cnt2 + 1;
      end
    end
    3: begin  
      if ( RCLK_toggle == 0 ) RCLK_state <= 0;
    end
  endcase
end
reg [1:0] state = 0;  
reg [1:0] substate = 0;
reg [2:0] cnt = 0;
reg init_done = 0;
always @ ( posedge CLK ) begin
  case ( state )
    0: begin  
      if ( EN_IN == 1 ) begin  
        shift[7:0]   <= BYTE_IN;
        cnt          <= 0;
        state        <= state + 1;
        RDY          <= 0;
        SRCLK_toggle <= 0;
        RCLK_toggle  <= 0;
        substate     <= 0;
      end else begin
        RDY          <= 1;
        cnt          <= 0;
        SRCLK_toggle <= 0;
        RCLK_toggle  <= 0;
        state        <= 0;
        substate     <= 0;
      end
    end
    1: begin  
      case ( substate )
        0: begin  
          shift[8:1]  <= shift[7:0];
          shift[0]    <= 0;
          substate    <= substate + 1;
        end
        1: begin  
          SRCLK_toggle  <= 1;
          substate      <= substate + 1;
        end
        2: begin  
          if ( SRCLK == 1 ) begin
            SRCLK_toggle  <= 0;
            substate      <= substate + 1;
          end
        end
        3: begin  
          if ( SRCLK == 0 ) begin
            if ( cnt == 7 ) begin
              state <= state + 1;
              cnt   <= 0;
            end else begin
              cnt <= cnt + 1;
            end
            substate <= 0;
          end
        end
      endcase
    end
    2: begin  
      case ( substate )
        0: begin  
          RCLK_toggle <= 1;
          substate    <= substate + 1;
        end
        1: begin  
          if ( RCLK == 1 ) begin
            RCLK_toggle <= 0;
            substate    <= substate + 1;
          end
        end
        2: begin  
          if ( RCLK == 0 ) begin
            state     <= 0;
            substate  <= 0;
            init_done <= 1;
            RDY       <= 1;
          end
        end
      endcase
    end
    default: begin
      state     <= 0;
      substate  <= 0;
      init_done <= 0;
      RDY       <= 1;
    end
  endcase
end
reg EN_OUT = 0;
always @ ( posedge CLK ) begin
  if ( init_done == 1 ) begin
    EN_OUT <= 1;
  end else begin
    EN_OUT <= 0;
  end
end
assign OE = ~EN_OUT;  
endmodule
[flow/run.sh]
#!/bin/bash
# OpenROAD 26Q1-2900-gdf79404cd8, Yosys 0.63+post, stock flow scripts
make -C /OpenROAD-flow-scripts/flow DESIGN_CONFIG=/design/flow/config.mk WORK_HOME=/design/flow/orfs finish
[flow/config.mk]
export PLATFORM = sky130hd
export DESIGN_NAME = FPGA_2_ShiftReg
export DESIGN_NICKNAME = FPGA_2_ShiftReg
export VERILOG_FILES = /design/flow/design.v
export SDC_FILE = /design/flow/constraint.sdc
export NUM_CORES = 4
export LEC_CHECK = 1
export CORE_UTILIZATION = 30
[flow/constraint.sdc]
current_design FPGA_2_ShiftReg

set clk_period 2.0
set clk_io_pct 0.2

create_clock -name clk0 -period $clk_period [get_ports {CLK}]

set non_clock_inputs [all_inputs -no_clocks]
set_input_delay [expr $clk_period * $clk_io_pct] -clock clk0 $non_clock_inputs
set_output_delay [expr $clk_period * $clk_io_pct] -clock clk0 [all_outputs]
==> reports/metrics.csv <==
stage,metric,value,unit
global_routing,met3 usage,2.597,%
cts,clock transition at the registers of the reported paths,0.07,ns
yosys,Synth area leader,edfxtp_1,
job,MaxCap Viol Count,0,
worst_setup_path,CP max FO,8,
global_routing,antenna violations before repair,0,
die,Core Area,0.005574,mm²
sta,Final setup viols,0,
worst_setup_path,Critical Path Max Stage Delay,0.58,ns
cts,post-CTS sizing,0,
yosys,Top cells by area,"edfxtp_1, ha_1, mux2_2",
drt,DR vias,1063,
global_routing,first-pass GRT wire length,4836,µm
sta,unrepaired setup endpoints after global routing,no,
worst_setup_path,CP Capture Type,register,
sta,sum of negative setup slack,0,ns
place,dpl hpwl,2024,µm
yosys,yosys stat chip area,0.001753,mm²
job,OpenROAD warning count,43,
cts,CTS tree,yes,
worst_setup_path,Most common cell on crit path,inv_1,
cts,CTS H-tree depth,2,
drt,final wirelength,2703,µm
worst_setup_path,"setup slack, reg-to-reg",0.19,ns
sta,"Min Clock Period, post-route",1.814,ns
global_routing,busiest grt layer,met1,
power,P_leak,0.8554,nW
global_routing,met1 Use GR,16.72,%
min_path,Hold Crit Class,register to register,
yosys,Synth top cell by count,edfxtp_1,
global_routing,All-Layer GR Usage,10.21,%
drt,Post-route DRC,0,
yosys,synth warn,1,
yosys,synth cell count leaders,"edfxtp_1, ha_1, inv_1, nor2_1, nor2b_1",
yosys,"Avg Cell Area, Syn",12.01,µm²
global_routing,largest net degree at the start of global routing,14,
yosys,ys cells,146,
final_layout,fillcell total,547,
die,die width,78.44,µm
worst_setup_path,WP data required,1.92,ns
drt,remaining antenna violation count,0,
sta,Worst Clk Skew,0.009518,ns
worst_setup_path,Worst EP arrival,1.73,ns
yosys,Mapped Cells,146,
min_path,Hold Path Origin,init_done$_DFFE_PP_,
drt,initial DRC count,45,
worst_setup_path,CP Launch Type,register,
sta,Worst Max-Slew Pin Slew,0.7140,ns
min_path,Hold Path End,EN_OUT$_DFF_P_,
yosys,Area leader share,51.39,%
yosys,top_reg_cell synth,edfxtp_1,
worst_setup_path,Crit Reg-Reg Startpoint,state[0]$_DFFE_PP_,
cts,CTS Buf Count,5,
worst_setup_path,RR Endpoint,shift[7]$_DFFE_PP_,
final_layout,Area growth syn-to-layout,20.91,%
sta,final setup margin,0.1863,ns
cts,clk ins delay skew pair,0.28,ns
die,Die Height,78.44,µm
yosys,async set-reset flop share out of synthesis,0,%
cts,post-CTS setup buffers,0,
drt,wire length per cell,10.99,µm
min_path,Worst Hold Depth,0,
die,die area,0.006153,mm²
sta,Max-slew headroom,52.40,%
sta,f_max,551.4,MHz
sta,Final Max Tran Viols,0,
final_layout,share of cells above drive strength 1,13.22,%
worst_setup_path,R2R cell count,5,
global_routing,grt total ovfl,0,
cts,CTS Hold Buffers Added,0,
place,routability cong.,0.8054,
cts,Root Buffer,clkbuf_8,
place,# port buffers,14,
worst_setup_path,Worst path slowest cell,a21oi_1,
worst_setup_path,critical path type,register to register,
yosys,register share after synthesis,52.53,%
drt,drt pass-1 iters,3,
sta,Hold Fails Final Rpt,0,
global_routing,vias in the first global route,1071,
drt,vias per cell,4.321,
global_routing,met2 Usage GRT,14.47,%
run_status,status,"finished, final reports clean",
yosys,Synth cell types,24,
sta,Tcrit/Tclk final,90.68,%
place,pre-CTS WS,0.05143,ns
cts,clock sinks,31,
yosys,ys flops,31,
die,I/O Pins,15,
die,fp util,31.45,%
yosys,Post-Syn Area,0.001753,mm²
power,PD cells,1599,mW/mm²
power,Pwr Total,3.390,mW
power,maximum VDD drop,0.6971,mV
die,Cell Rows,27,
cts,Max clock buf depth,2,
yosys,Post-synth EDFFs,30,
worst_setup_path,crit-path cells,inv_1 -> ha_1 -> inv_1 -> nand2_1 -> a21oi_1,
drt,n_diodes,0,
cells by family after synthesis:
group / count (synthesis) / share of synthesized area (%)
flip-flops: 31 / 52.53
AND-OR/OR-AND: 19 / 7.138
AND/OR/NAND/NOR: 41 / 11.21
buffers and inverters: 19 / 4.354
multiplexers: 10 / 6.210
adder cells (fa/ha/maj): 26 / 18.56
layout make-up:
cell class,count,area (µm²),share of cell area [%]
clock buffers,5,68.82,3.247
clock inverters,3,20.02,0.9445
inverters,17,63.81,3.011
multi-input cells,96,755.7,35.66
flip-flops and latches,31,920.9,43.45
well taps,72,90.09,4.250
repair buffers,22,200.2,9.445
metal layers:
metal  share of wire [%]  up-vias
met1                  55      485
met3                 4.1        4
met4                0.92        0
met5                   0        -
met2                  40       18
li1                    -      556
flip-flops by register name (all words and copies together), names as in the netlist, 2 cells and up:
signal / flops
cnt: 3
state: 2
shift: 9
RCLK_state: 2
clk_cnt2: 2
SRCLK_state: 2
clk_cnt: 2
substate: 2
worst max-delay path by stage:
stage                       from                  to  depth (start not counted)
CTS           state[0]$_DFFE_PP_  shift[5]$_DFFE_PP_                          5
global route  state[0]$_DFFE_PP_  shift[6]$_DFFE_PP_                          5
finish        state[0]$_DFFE_PP_  shift[7]$_DFFE_PP_                          5
worst max-delay path, delay by kind of cell, from the launching register on:
family / cells / cell delay (ns)
compound gates: 1 / 0.58
flops: 1 / 0.40
buf+inv: 2 / 0.19
simple gates: 1 / 0.05
fa+ha+maj: 1 / 0.25
per-stage QoR:
| step | cells | hold WS (ns) | util, % | area [µm²] |
|---|---|---|---|---|
| 5_1_grt | 246 | 0.3529 | 38.02 | 2120 |
| 2_1_floorplan | 146 | 0.3233 | - | 1753 |
| 6_report | 246 | 0.3453 | 38.02 | 2120 |
| 3_5_place_dp | 238 | 0.3328 | 36.43 | 2031 |
| 4_1_cts | 246 | 0.3488 | 38.02 | 2120 |
| 3_3_place_gp | 238 | 0.3310 | 36.43 | 2031 |
power breakdown:
group / switching, mW / total (mW) / internal [mW]
sequential: 0.166 / 1.42 / 1.25
clock: 0.238 / 0.480 / 0.242
combinational: 0.804 / 1.49 / 0.690
total: 1.21 / 3.39 / 2.18
layout by cell type (no fill, tap or decap), types with 5 or more instances in the layout:
master           synthesis  layout
edfxtp_1                30      30
ha_1                    26      26
inv_1                   17      17
nor2_1                  17      17
clkdlybuf4s50_1          0      14
nor2b_1                  9       9
buf_4                    1       8
mux2_2                   7       7
nand2_1                  7       7
a21oi_1                  5       5
clkbuf_8                 0       5
Power and IR drop assume default switching activity.
